**flow/design.v**
```verilog
module mux16(in0,in1,in2,in3,in4,in5,in6,in7,in8,in9,in10,in11,in12,in13,in14,in15,switch,out);
parameter N = 1;
input  wire [(N-1):0] in0;
input  wire [(N-1):0] in1;
input  wire [(N-1):0] in2;
input  wire [(N-1):0] in3;
input  wire [(N-1):0] in4;
input  wire [(N-1):0] in5;
input  wire [(N-1):0] in6;
input  wire [(N-1):0] in7;
input  wire [(N-1):0] in8;
input  wire [(N-1):0] in9;
input  wire [(N-1):0] in10;
input  wire [(N-1):0] in11;
input  wire [(N-1):0] in12;
input  wire [(N-1):0] in13;
input  wire [(N-1):0] in14;
input  wire [(N-1):0] in15;
input  wire [3:0] switch;
output logic [(N-1):0] out;
wire [(N-1):0] mux0, mux1;
mux8 #(.N(N)) MUX_0 (.in0(in0), .in1(in1), .in2(in2), .in3(in3), .in4(in4), .in5(in5), .in6(in6), .in7(in7), .switch(switch[2:0]), .out(mux0));
mux8 #(.N(N)) MUX_1 (.in0(in8), .in1(in9), .in2(in10), .in3(in11), .in4(in12), .in5(in13), .in6(in14), .in7(in15), .switch(switch[2:0]), .out(mux1));
always_comb out = switch[3] ? mux1 : mux0;
endmodule
`default_nettype none
module mux32(in0,in1,in2,in3,in4,in5,in6,in7,in8,in9,in10,in11,in12,in13,in14,in15,
             in16,in17,in18,in19,in20,in21,in22,in23,in24,in25,in26,in27,in28,in29,in30,in31,
             switch,out);
	parameter N = 1;
	input  wire [(N-1):0] in0,in1,in2,in3,in4,in5,in6,in7,in8,in9,in10,in11,in12,in13,in14,in15,in16,in17,in18,in19,in20,in21,in22,in23,in24,in25,in26,in27,in28,in29,in30,in31;
	input  wire [4:0] switch;
	output logic [(N-1):0] out;
	wire [(N-1):0] mux0, mux1;
	mux16 #(.N(N)) MUX_0 (
		.in0(in0), .in1(in1), .in2(in2), .in3(in3), .in4(in4), .in5(in5), .in6(in6), .in7(in7), 
		.in8(in8), .in9(in9), .in10(in10), .in11(in11), .in12(in12), .in13(in13), .in14(in14), .in15(in15),
		.switch(switch[3:0]), .out(mux0)
	);
	mux16 #(.N(N)) MUX_1 (
		.in0(in16), .in1(in17), .in2(in18), .in3(in19), .in4(in20), .in5(in21), .in6(in22), .in7(in23), 
		.in8(in24), .in9(in25), .in10(in26), .in11(in27), .in12(in28), .in13(in29), .in14(in30), .in15(in31),
		.switch(switch[3:0]), .out(mux1)
	);
	always_comb out = switch[4] ? mux1 : mux0;
endmodule
`default_nettype wire
module mux4(in0,in1,in2,in3,switch,out);
parameter N = 1;
input  wire [N-1:0] in0;
input  wire [N-1:0] in1;
input  wire [N-1:0] in2;
input  wire [N-1:0] in3;
input  wire [1:0] switch;
output logic [N-1:0] out;
logic [N-1:0] mux0, mux1;
always_comb mux0 = switch[0] ? in1 : in0;
always_comb mux1 = switch[0] ? in3 : in2;
always_comb out = switch[1] ? mux1 : mux0;
endmodule
module mux8(in0,in1,in2,in3,in4,in5,in6,in7,switch,out);
parameter N = 1;
input  wire [(N-1):0] in0;
input  wire [(N-1):0] in1;
input  wire [(N-1):0] in2;
input  wire [(N-1):0] in3;
input  wire [(N-1):0] in4;
input  wire [(N-1):0] in5;
input  wire [(N-1):0] in6;
input  wire [(N-1):0] in7;
input  wire [2:0] switch;
output logic [(N-1):0] out;
wire [(N-1):0] mux0, mux1;
mux4 #(.N(N)) MUX_0 (.in0(in0), .in1(in1), .in2(in2), .in3(in3), .switch(switch[1:0]), .out(mux0));
mux4 #(.N(N)) MUX_1 (.in0(in4), .in1(in5), .in2(in6), .in3(in7), .switch(switch[1:0]), .out(mux1));
always_comb out = switch[2] ? mux1 : mux0;
endmodule
module shift_left_logical(in, shamt, out);
parameter N = 32;  
input wire [N-1:0] in;             
input wire [$clog2(N)-1:0] shamt;  
output logic [N-1:0] out;
genvar i;
generate;
    for(i=0; i<N; i++) begin
        mux32 MUX(
            .in0((N-1-i >= 0) ? in[N-1-i] : 1'b0),
            .in1((N-2-i >= 0) ? in[N-2-i] : 1'b0), 
            .in2((N-3-i >= 0) ? in[N-3-i] : 1'b0),
            .in3((N-4-i >= 0) ? in[N-4-i] : 1'b0),
            .in4((N-5-i >= 0) ? in[N-5-i] : 1'b0),
            .in5((N-6-i >= 0) ? in[N-6-i] : 1'b0),
            .in6((N-7-i >= 0) ? in[N-7-i] : 1'b0),
            .in7((N-8-i >= 0) ? in[N-8-i] : 1'b0),
            .in8((N-9-i >= 0) ? in[N-9-i] : 1'b0),
            .in9((N-10-i >= 0) ? in[N-10-i] : 1'b0),
            .in10((N-11-i >= 0) ? in[N-11-i] : 1'b0),
            .in11((N-12-i >= 0) ? in[N-12-i] : 1'b0), 
            .in12((N-13-i >= 0) ? in[N-13-i] : 1'b0),
            .in13((N-14-i >= 0) ? in[N-14-i] : 1'b0),
            .in14((N-15-i >= 0) ? in[N-15-i] : 1'b0),
            .in15((N-16-i >= 0) ? in[N-16-i] : 1'b0),
            .in16((N-17-i >= 0) ? in[N-17-i] : 1'b0),
            .in17((N-18-i >= 0) ? in[N-18-i] : 1'b0),
            .in18((N-19-i >= 0) ? in[N-19-i] : 1'b0),
            .in19((N-20-i >= 0) ? in[N-20-i] : 1'b0),
            .in20((N-21-i >= 0) ? in[N-21-i] : 1'b0),
            .in21((N-22-i >= 0) ? in[N-22-i] : 1'b0), 
            .in22((N-23-i >= 0) ? in[N-23-i] : 1'b0),
            .in23((N-24-i >= 0) ? in[N-24-i] : 1'b0),
            .in24((N-25-i >= 0) ? in[N-25-i] : 1'b0),
            .in25((N-26-i >= 0) ? in[N-26-i] : 1'b0),
            .in26((N-27-i >= 0) ? in[N-27-i] : 1'b0),
            .in27((N-28-i >= 0) ? in[N-28-i] : 1'b0),
            .in28((N-29-i >= 0) ? in[N-29-i] : 1'b0),
            .in29((N-30-i >= 0) ? in[N-30-i] : 1'b0),
            .in30((N-31-i >= 0) ? in[N-31-i] : 1'b0),
            .in31((N-32-i >= 0) ? in[N-32-i] : 1'b0),
            .switch(shamt),
            .out(out[N-1-i])
    );
    end
endgenerate
endmodule
```
**flow/run.sh**
```bash
#!/bin/bash
# OpenROAD 26Q1-2900-gdf79404cd8, Yosys 0.63+post, stock flow scripts
make -C /OpenROAD-flow-scripts/flow DESIGN_CONFIG=/design/flow/config.mk WORK_HOME=/design/flow/orfs finish
```
**flow/config.mk**
```make
export PLATFORM = sky130hd
export DESIGN_NAME = shift_left_logical
export DESIGN_NICKNAME = shift_left_logical
export VERILOG_FILES = /design/flow/design.v
export SDC_FILE = /design/flow/constraint.sdc
export NUM_CORES = 4
export LEC_CHECK = 1
export CORE_AREA = 10 10 106 106
export DIE_AREA = 0 0 116 116
```
**flow/constraint.sdc**
```tcl
current_design shift_left_logical

set clk_period 2.7
set clk_io_pct 0.2

create_clock -name clk0 -period $clk_period

set non_clock_inputs [all_inputs -no_clocks]
set_input_delay [expr $clk_period * $clk_io_pct] -clock clk0 $non_clock_inputs
set_output_delay [expr $clk_period * $clk_io_pct] -clock clk0 [all_outputs]
```
==> impl_results.rst <==
Physical design figures
=======================

.. list-table::
   :header-rows: 1

   * - Metric
     - Value
   * - Run status
     - finished clean
   * - DPL Wire Length
     - 6.56 mm
   * - Startpoint Class
     - input port
   * - Launch instance of the worst min-delay path
     - shamt[1]
   * - Hold-fix buffers at CTS
     - 0
   * - Fin. Hold Viols
     - 0
   * - Core area
     - 8850 µm²
   * - Overall routing resource usage
     - 12.2%
   * - X dimension of the die
     - about 120 µm
   * - Post-synthesis cell type count
     - 44
   * - Worst rel slew slack
     - 80.8%
   * - Remaining number of nets flagged by the antenna check after routing
     - 0
   * - Cell types occupying the most area after synthesis
     - sky130_fd_sc_hd__mux4_2 (24%), sky130_fd_sc_hd__mux4_1 (12%), sky130_fd_sc_hd__buf_4 (12%)
   * - Final tally of setup violations
     - 0
   * - Total number of vias
     - approximately 2,300
   * - I/O pin total
     - 69
   * - Buffers plus inverters on the worst setup path
     - 6
   * - Antenna violations before repair
     - 0
   * - Worst slew pin tran
     - 0.280 ns
   * - Final worst path period share
     - 99.2%
   * - Number of port buffers
     - 69
   * - Sequential share of the synthesized area
     - 0%
   * - Die height
     - 116 µm
   * - Busiest grt layer
     - met2
   * - Proportion of power drawn by the clock network
     - 0%
   * - Final weighted congestion in routability-driven placement
     - a little under 1
   * - Yosys Chip Area
     - 2150 µm²
   * - Standby leakage power
     - around 1.5 nW
   * - Num sequential
     - 0
   * - Delay of the slowest cell on the worst path
     - about 0.32 ns
   * - Area grow syn2layout
     - 59.6%
   * - Fraction of final layout cells with drive strength greater than 1
     - 60.4%
   * - Max_cap viols
     - 0
   * - Core occupancy in the finished layout
     - roughly two fifths
   * - Count of TritonRoute iterations in the first routing pass
     - 4
   * - Met2 Track Usage GR
     - 19.6%
   * - Post-Route WL
     - 8.49 mm
   * - Fillers
     - 859
   * - Top cell excl fill/tap
     - sky130_fd_sc_hd__buf_4
   * - Yosys Warn Count
     - 4
   * - Maximum resistive drop on vdd
     - between 0.09 and 0.1 mV
   * - Number of cells in the design after placement
     - around 410
   * - M1 GR Usage
     - between 10% and 20%
   * - Total count of max-transition violations in the final report
     - 0
   * - Largest net degree at the start of global routing
     - 19
   * - Global-route wire length before repair
     - around 13 mm
   * - Maximum fanout along the worst path
     - 8
   * - Average routed wire per standard cell
     - roughly 19 µm
   * - Net Sw Frac
     - roughly two fifths
   * - Area of the mapped netlist
     - around 2100 µm²
   * - Initial detailed-routing violation count
     - 123
   * - Critical setup path kind
     - in2out
   * - Met3 Usage GRT
     - 4.97%
   * - Design internal power
     - between 0.0003 and 0.0004 W
   * - Num rows
     - 34
   * - Cell area power density
     - 194 nW/µm²
   * - Total congestion overflow
     - 0
   * - Crit path DAT
     - 2.14 ns
   * - Maximum clock rate
     - roughly 0.37 GHz
   * - Number of cell instances after yosys synthesis
     - about 220
   * - ANT cells
     - 0
   * - Capture endpoint of the worst hold path
     - out[21]
   * - Cell type with the largest total area after synthesis
     - sky130_fd_sc_hd__mux4_2
   * - Share of power burned in combinational logic
     - 100.0%
   * - Clk_buf instances
     - 0
   * - CP cell instances
     - buf_12, buf_12, buf_12, mux4_2, mux2_4, buf_6, mux2i_4, buf_6, o21ai_2, buf_2
   * - RSZ-0062 raised after global routing
     - yes
   * - Mean area per synthesized cell
     - 9.80 µm²
   * - Hold slack final
     - 1.73 ns
   * - Critical path's slowest cell
     - sky130_fd_sc_hd__mux4_2
   * - Minimum period implied by the final worst setup slack
     - between 2 and 3 ns
   * - Remaining DRCs
     - 0
   * - Footprint of the flip-flops and latches
     - 0 µm²
   * - Required time reported for the critical path endpoint
     - ~2.2 ns
   * - Switching power of the nets
     - between 0.0002 and 0.0003 W
   * - Endpoint class of the critical path
     - output pin
   * - Number of global-route vias before repair
     - 2,398
   * - Total tool warning count
     - 33
   * - Number of cells on the worst hold path
     - 6
   * - Top cell family by delay on the critical path
     - multiplexers
   * - Class of the most critical hold timing path
     - in2out
   * - Proportion of power drawn by flip-flops and latches
     - 0%
   * - Floorplan utilization
     - approximately a quarter
   * - Top Layout Cells
     - sky130_fd_sc_hd__buf_4 (76), sky130_fd_sc_hd__mux4_2 (29), sky130_fd_sc_hd__dlygate4sd2_1 (23)
   * - Chip Area
     - 13,500 µm²
   * - Detailed-route vias per instance
     - 5.27
   * - Post-route non-filler standard cell count
     - approximately 440
   * - Most repeated library cell on the critical path
     - sky130_fd_sc_hd__buf_12
   * - Cell count after synthesis
     - 219
   * - Area share, top type
     - 24.1%
[through the flow]
stage	instance area (µm²)	total power, W	TNS (ns)	worst slack (ns)
finish	3420	0.000663	0	0.0204
detailed placement	3040	0.000585	-12.35	-0.524
global placement	3040	0.000584	-12.23	-0.536
CTS	3360	0.000642	0	0.00168
global route	3420	0.000711	-0.121	-0.0473
floorplan	2150	0.000344	0	0.214
[power by group through the flow]
stage	combinational (W)	clock [W]	sequential, W
CTS	0.000642	0	0
global route	0.000711	0	0
finish	0.000663	0	0
[routing by layer]
layer	wire length [µm]	vias to the layer above	share of wire, %
li1	-	1081	-
met1	3620	1124	43
met2	3910	117	46
met3	918	4	11
met4	44	0	0.52
met5	0	-	0
[tightest hold or removal path, delay by kind of cell]
family / cells / cell delay, ns
AND/OR/NAND/NOR: 1 / 0.06
buffers and inverters: 3 / 0.38
AND-OR/OR-AND: 2 / 0.20
[how the worst max path moves through the flow]
stage / from / endpoint / slack, ns / depth (start not counted)
after CTS: in[27] / out[27] / 0.002 / 6
after global routing: shamt[1] / out[15] / -0.05 / 9
final: shamt[1] / out[31] / 0.02 / 10
[cells by family after synthesis]
kind of cell | Yosys count | share of synthesized area, %
buffers and inverters | 57 | 22.1
and+or+nand+nor | 58 | 12.8
AOI/OAI and AO/OA | 48 | 17.1
muxes | 56 | 48.0
[synth_stat cells, types with 2 or more instances]
library cell	number
sky130_fd_sc_hd__mux4_1	10
sky130_fd_sc_hd__buf_6	10
sky130_fd_sc_hd__a211oi_1	6
sky130_fd_sc_hd__nor2b_1	2
sky130_fd_sc_hd__mux2i_1	8
sky130_fd_sc_hd__inv_1	2
sky130_fd_sc_hd__nand2_1	18
sky130_fd_sc_hd__a22oi_2	2
sky130_fd_sc_hd__a22oi_1	9
sky130_fd_sc_hd__nand3_1	4
sky130_fd_sc_hd__buf_4	33
sky130_fd_sc_hd__o21ai_1	4
sky130_fd_sc_hd__buf_12	3
sky130_fd_sc_hd__mux2_2	15
sky130_fd_sc_hd__buf_2	3
sky130_fd_sc_hd__nor2_1	18
sky130_fd_sc_hd__mux4_2	23
sky130_fd_sc_hd__nor3b_1	2
sky130_fd_sc_hd__a21oi_1	5
sky130_fd_sc_hd__o2111ai_1	2
sky130_fd_sc_hd__a32o_1	2
sky130_fd_sc_hd__clkbuf_1	4
sky130_fd_sc_hd__o211ai_1	5
sky130_fd_sc_hd__nor3_1	4
sky130_fd_sc_hd__and3_1	3
sky130_fd_sc_hd__o21ai_0	2
sky130_fd_sc_hd__o221ai_1	3
[area by class of cell]
type | count | area (µm²) | share of cell area (%)
Timing Repair Buffer | 168 | 1470 | 42.9
Tap cell | 108 | 135 | 3.95
Inverter | 3 | 11.3 | 0.329
Multi-Input combinational cell | 162 | 1810 | 52.9
[repair_timing]
action                                  in CTS  in global routing
setup buffers                               25                  5
endpoints found under the setup margin      32                 17
pin swaps                                   14                  7
cloned                                       1                  1
gates resized                              179                 28
Power and IR drop assume default switching activity.
