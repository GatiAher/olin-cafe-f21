==> flow/design.v <==
module multiplier(clk, rst, ready_i, valid_i, ready_o, valid_o, a, b, product);
parameter N = 8;
input wire clk, rst;
input wire valid_i;
output logic ready_i;
output logic valid_o;
input wire ready_o;
input wire [N-1:0] a, b;
output logic [2*N-1:0] product;
typedef enum logic [1:0] {IDLE, COMPUTING, DONE, ERROR} state_t;
state_t state, next_state;
logic [N-1:0] counter;
logic compute_done, early_exit;
always_comb begin : output_comb_logic
  ready_i = (state == IDLE);
end
always_comb begin: compute_done_logic
  early_exit = valid_i & ( (a == 0) );
  compute_done = ~(counter < (b-1)) | early_exit;
end
always_ff @(posedge clk) begin : fsm_logic
  if(rst) begin
    state <= IDLE;
    counter <= 0;
    valid_o <= 0;
    product <= 0;
  end
  else begin
    case (state)
      IDLE: begin
        if(valid_i) begin
          counter <= 0;
          if(early_exit) begin  
            product <= 0;
            valid_o <= 1;
            if(ready_o) state <= IDLE;
            else state <= DONE;
          end
          else begin
            product <= 0;
            valid_o <= 0;
            state <= COMPUTING;
          end
        end
      end
      COMPUTING: begin
        product <= product + a;
        counter <= counter + 1;
        if(compute_done) begin
          valid_o <= 1;
          if(ready_o) state <= IDLE;
          else state <= DONE;
        end
      end
      DONE : begin
        if(ready_o) state <= IDLE;
      end
      default state <= ERROR;
    endcase
  end
end
endmodule
==> flow/constraint.sdc <==
current_design multiplier

set clk_period 4.8
set clk_io_pct 0.2

create_clock -name clk0 -period $clk_period [get_ports {clk}]

set non_clock_inputs [all_inputs -no_clocks]
set_input_delay [expr $clk_period * $clk_io_pct] -clock clk0 $non_clock_inputs
set_output_delay [expr $clk_period * $clk_io_pct] -clock clk0 [all_outputs]
==> flow/config.mk <==
export PLATFORM = sky130hd
export DESIGN_NAME = multiplier
export DESIGN_NICKNAME = multiplier
export VERILOG_FILES = /design/flow/design.v
export SDC_FILE = /design/flow/constraint.sdc
export NUM_CORES = 4
export LEC_CHECK = 1
export CORE_UTILIZATION = 30
==> flow/run.sh <==
#!/bin/bash
# OpenROAD 26Q1-2900-gdf79404cd8, Yosys 0.63+post, stock flow scripts
make -C /OpenROAD-flow-scripts/flow DESIGN_CONFIG=/design/flow/config.mk WORK_HOME=/design/flow/orfs finish
==> results.cfg <==
; physical design summary
[clock_tree]
cts.path.max_buffers = 2
post-cts-setup-buffers = 0
insertion_delay_ns = 0.28
clockRootBuffer = clkbuf_8
cts_tree = done
clock_sinks = 28
post_cts_resized = 0
cts_buffers = 3
cts.clk_slew.worst_paths_ns = 0.10
cts_hold_buffers = 0
h-tree-depth = 1

[floorplan]
rows = 28
die_w_um = 80.20
fp.dieH_um = 80.20
dieArea_um2 = 6431
core_area_um2 = 5921
fp-utilization = 0.3098
ioPinCount = 38

[routing]
firstDrtPassIters = 4
ant_nets = 0
drt_wl_total_um = 4073
drc = 0
initialDrtViolationCount = 46
wire_per_inst_um = 12.46
antennaDiodeCount = 0
vias_per_cell = 4.878
vias = 1595

[synth]
logic_family = AND-OR/OR-AND gates
avgSynthCellArea_um2 = 8.571
ys_cells = 214
largest_area_cell = dfxtp_1
top_area_frac = 0.3056
area_leaders = dfxtp_1 (31%), ha_1 (12%), nor2_1 (5.5%), a21oi_1 (4.6%), xnor2_1 (3.8%)
ys_types = 46
synthesis.area_um2 = 1834
compound_area_frac = 0.2217
xor_share = 0.07640
syn_inst = 214
ys_sh_mux = 0.03274
yosys_warnings = 1
ys.flop_type = dfxtp_1
ys_sh_simple = 0.2074
synth_adder_area_share = 0.1269
yosysChipArea_um2 = 1834
edf_count = 0
numSynthFlops = 28
ys_seq_frac = 0.3056
ys_async_sr_fraction = 0

[worst_setup_path]
critPathLaunch = b[2]
end_kind = register
crit_slowest_cell = clkdlybuf4s50_1
cpPeakStageDelay_ns = 0.45
crit_arrival_ns = 3.31
cp-start-kind = primary input
reg2reg_from = product[0]
cp.required_ns = 4.98
path_cells = clkdlybuf4s50_1, nor2_1, nand3_1, nor4_1, xnor2_1, ha_1, nand4_1, a211o_1, o211ai_2, a221oi_2, a2111oi_2
worst-path-max-fanout = 3
critPathKind = primary input to register

[final_timing]
setup_viol = 0
max-slew-margin-rel = 0.6246
timing.setup.tns_ns = 0
tightest_slew_ns = 0.5614
min_period_ns = 3.126
hold_viol = 0
fmax_ghz = 0.3199
min_period_over_period = 0.6512
rsz0062_at_grt = false
drv_slew = 0
clock-skew-final_ns = 0.007248

[place]
dpl.hpwl_um = 3044
place_inst = 323
portBuffers = 37
gp_congestion = 0.7820

[global_route]
first_global_vias = 1507
grt_overflow = 0
grt_start_max_net_pins = 16
antenna_found_initial = 0
grt_use_total = 0.1359
grt_pass1_wl_um = 6810

[pwr]
totalPowerFinal_w = 0.0005010
peakVddDrop_mv = 0.1274
leakagePower_nw = 0.8798
cellPowerDensity_nw_per_um2 = 213.7

[status]
status = complete, no violations

[layout]
final_cells = 327
layout_top_cells = clkdlybuf4s50_1 (37), dfxtp_1 (28), nor2_1 (27), a21oi_1 (17), ha_1 (17)
layout_top_cell = clkdlybuf4s50_1
n_fill_cell = 576
drive_above_1_share = 0.07143
area_delta_synth_final_pct = 27.83

[min_path]
min_path_type = register to register
worstHoldStart = product[15]

[flow_run]
warnings = 25
max_cap_violations = 0
-- final timing paths --
path / endpoint / slack, ns / cells past startpoint
worst max-delay path: valid_o / 1.67 / 11
worst min-delay path: product[15] / 0.48 / 2
worst max register to register: product[6] / 2.78 / 7
worst min register to register: product[15] / 0.48 / 2
-- critical path: cells and delay by family --
family,cells,cell delay (ns)
buf+inv,1,0.45
fa+ha+maj,1,0.32
compound gates,4,0.80
xor+xnor,1,0.12
simple gates,4,0.65
-- per-layer routing --
layer	routed length [µm]	GRT usage	up-vias
li1	-	-	863
met1	2246	0.2136	703
met2	1647	0.2120	25
met3	130	0.01038	4
met4	48	0.01607	0
met5	0	0	-
-- report_power, final --
part	total [W]	internal, W	switching (W)
combinational	0.000106	0.0000540	0.0000524
clock	0.000148	0.0000734	0.0000748
sequential	0.000246	0.000239	0.00000759
total	0.000501	0.000366	0.000135
-- final cells by class --
cell class / count / area, µm² / share of cell area
Multi-Input combinational cell: 173 / 1220 / 0.5203
Sequential cell: 28 / 560.5 / 0.2391
Timing Repair Buffer: 39 / 385.4 / 0.1644
Tap cell: 75 / 93.84 / 0.04002
Clock buffer: 4 / 55.05 / 0.02348
Inverter: 8 / 30.03 / 0.01281
-- stage by stage --
step / cell area (µm²) / utilization / hold slack, ns / setup slack [ns]
3_3_place_gp: 2290 / 0.3867 / 0.4615 / 1.445
6_report: 2345 / 0.3960 / 0.4799 / 1.674
5_1_grt: 2345 / 0.3960 / 0.5163 / 1.396
3_5_place_dp: 2290 / 0.3867 / 0.4609 / 1.386
4_1_cts: 2345 / 0.3960 / 0.4834 / 1.667
2_1_floorplan: 1834 / - / 0.4279 / 2.014
-- sequential cells by signal, summed over array words and instances, names as in the netlist --
| name | count |
|---|---|
| state | 3 |
| product | 16 |
| counter | 8 |
| valid_o | 1 |
-- cell usage after synthesis (2+ instances only) --
library cell and instances:
or3_1 4, dfxtp_1 28, or2_2 2, a21o_1 3
o211ai_2 2, a211o_1 2, xnor2_1 8, nor2_1 27
or4_4 2, a22oi_1 6, and3_1 2, nor3_1 5
nand2_1 13, a211oi_1 2, mux2i_1 6, ha_1 17
clkbuf_1 3, nor4_1 3, inv_1 8, o21ai_0 6
a21oi_1 17, xor2_1 8, o211ai_1 2, nand3_1 9
o21a_1 3, nand4_1 6
-- kinds of logic (layout without fill, tap and decap cells) --
| logic type | count (synthesis) | after routing |
|---|---|---|
| adder cells (fa/ha/maj) | 18 | 18 |
| multiplexers | 6 | 6 |
| flip-flops | 28 | 28 |
| AND/OR/NAND/NOR | 77 | 77 |
| AND-OR/OR-AND | 56 | 56 |
| buffers and inverters | 13 | 51 |
| XOR/XNOR | 16 | 16 |
