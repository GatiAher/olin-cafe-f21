### flow/config.mk
export PLATFORM = sky130hd
export DESIGN_NAME = slt
export DESIGN_NICKNAME = slt
export VERILOG_FILES = /design/flow/design.v
export SDC_FILE = /design/flow/constraint.sdc
export NUM_CORES = 4
export LEC_CHECK = 1
export CORE_AREA = 10 10 70 70
export DIE_AREA = 0 0 80 80
### flow/constraint.sdc
current_design slt

set clk_period 6.0
set clk_io_pct 0.2

create_clock -name clk0 -period $clk_period

set non_clock_inputs [all_inputs -no_clocks]
set_input_delay [expr $clk_period * $clk_io_pct] -clock clk0 $non_clock_inputs
set_output_delay [expr $clk_period * $clk_io_pct] -clock clk0 [all_outputs]
### flow/design.v
module add32(a, b, c_in, sum, c_out);
input  wire [31:0] a, b;
input wire c_in;
output logic [31:0] sum;
output logic c_out;
wire carry3;
wire carry7;
wire carry11;
wire carry15;
wire carry19;
wire carry23;
wire carry27;
adder_cla_4 ADDER_CLA_4_A(
  .a(a[3:0]),
  .b(b[3:0]),
  .c_in(c_in),
  .sum(sum[3:0]),
  .c_out(carry3)
);
adder_cla_4 ADDER_CLA_B(
  .a(a[7:4]),
  .b(b[7:4]),
  .c_in(carry3),
  .sum(sum[7:4]),
  .c_out(carry7)
);
adder_cla_4 ADDER_CLA_C(
  .a(a[11:8]),
  .b(b[11:8]),
  .c_in(carry7),
  .sum(sum[11:8]),
  .c_out(carry11)
);
adder_cla_4 ADDER_CLA_D(
  .a(a[15:12]),
  .b(b[15:12]),
  .c_in(carry11),
  .sum(sum[15:12]),
  .c_out(carry15)
);
adder_cla_4 ADDER_CLA_E(
  .a(a[19:16]),
  .b(b[19:16]),
  .c_in(carry15),
  .sum(sum[19:16]),
  .c_out(carry19)
);
adder_cla_4 ADDER_CLA_F(
  .a(a[23:20]),
  .b(b[23:20]),
  .c_in(carry19),
  .sum(sum[23:20]),
  .c_out(carry23)
);
adder_cla_4 ADDER_CLA_G(
  .a(a[27:24]),
  .b(b[27:24]),
  .c_in(carry23),
  .sum(sum[27:24]),
  .c_out(carry27)
);
adder_cla_4 ADDER_CLA_H(
  .a(a[31:28]),
  .b(b[31:28]),
  .c_in(carry27),
  .sum(sum[31:28]),
  .c_out(c_out)
);
endmodule
module adder_1(a, b, c_in, sum, c_out);
input wire a, b, c_in;
output logic sum, c_out;
always_comb begin : adder_gates
  c_out = (a & b) | (a & c_in) | (b & c_in);
  sum = a ^ b ^ c_in;
end
endmodule
module adder_cla_4(a, b, c_in, sum, c_out);
input  wire [3:0] a, b;
input wire c_in;
output logic [3:0] sum;
output logic c_out;
wire G3, G2, G1, G0, P3, P2, P1, P0, G_out, P_out;
adder_rc_4 ADDER_RC_4(
  .a(a),
  .b(b),
  .c_in(c_in),
  .sum(sum)
);
gen_prop_4 GEN_PROP_4(
  .a(a),
  .b(b),
  .c_in(c_in),
  .c_out(c_out)
);
endmodule
module adder_rc_4(a, b, c_in, sum);
input  wire [3:0] a, b;
input wire c_in;
output logic [3:0] sum;
wire carry0;
wire carry1;
wire carry2;
wire carry3;
adder_1 ADDER_A(
  .a(a[0]),
  .b(b[0]),
  .c_in(c_in),
  .sum(sum[0]),
  .c_out(carry0)
);
adder_1 ADDER_B(
  .a(a[1]),
  .b(b[1]),
  .c_in(carry0),
  .sum(sum[1]),
  .c_out(carry1)
);
adder_1 ADDER_C(
  .a(a[2]),
  .b(b[2]),
  .c_in(carry1),
  .sum(sum[2]),
  .c_out(carry2)
);
adder_1 ADDER_D(
  .a(a[3]),
  .b(b[3]),
  .c_in(carry2),
  .sum(sum[3]),
  .c_out(carry3)  
);
endmodule
module gen_prop_4(a, b, c_in, c_out);
input  wire [3:0] a, b;
input wire c_in;
output logic c_out;
wire G3, G2, G1, G0, P3, P2, P1, P0, G_out, P_out;
assign P0 = a[0] | b[0];
assign P1 = a[1] | b[1];
assign P2 = a[2] | b[2];
assign P3 = a[3] | b[3];
assign G0 = a[0] & b[0];
assign G1 = a[1] & b[1];
assign G2 = a[2] & b[2];
assign G3 = a[3] & b[3];
assign P_out = P0 & P1 & P2 & P3;
assign G_out = G3 | (P3 & (G2 | (P2 & (G1 | (P1 & G0)))));
assign c_out = G_out | (P_out & c_in); 
endmodule
module slt(a, b, out);
parameter N = 32;
input wire signed [N-1:0] a, b;
output logic out;
logic signed [N-1:0] diff;
logic same_pos;
logic same_neg;
logic mixed;
logic c_out;
sub32 DIFFERENCE(
    .a(a),
    .b(b),
    .diff(diff),
    .c_out(c_out)  
);
always_comb begin : compare
    same_pos = ~a[N-1] & ~b[N-1] & diff[N-1];
    same_neg = a[N-1] & b[N-1] & diff[N-1];
    mixed = a[N-1] & ~b[N-1];
    out = same_pos | same_neg | mixed;    
end
endmodule
module sub32(a, b, diff, c_out);
input wire [31:0] a, b;
output logic [31:0] diff;
output logic c_out;
logic [31:0] b_twos_comp;
logic carry;
add32 ADDERTWOSCOMP(
  .a(a),
  .b(~b),
  .c_in(1'b1),
  .sum(diff),
  .c_out(c_out)  
);
endmodule
### flow/run.sh
#!/bin/bash
# OpenROAD 26Q1-2900-gdf79404cd8, Yosys 0.63+post, stock flow scripts
make -C /OpenROAD-flow-scripts/flow DESIGN_CONFIG=/design/flow/config.mk WORK_HOME=/design/flow/orfs finish
==> changes_impl.md <==
## Flow update

* Status: completed
* Critical-path top delay cell: clkdlybuf4s50_1
* Headroom to the max-slew limit at 76.1%
* Period Utilization, post-route at 79.2%
* WS Path Type: input port to primary output
* Final worst slack at 1.25 ns
* Remaining global-route overflow at 0
* CP endpoint kind: primary output
* Flops at 0
* Ys Warns at 2
* Drc violations at 0
* Cell accounting for the most synthesized area: inv_1
* Clock share of power at 0%
* Total power draw at 81.5 µW
* Vias in the first global route at 897
* Sequential element share of the synthesized area at 0%
* Sw Share at 31.1%
* CLK BUF at 0
* Max-Cap Viols at 0
* Most instantiated library cell after synthesis: inv_1
* PD cells at 61.0 mW/mm²
* Share of cells above drive strength 1 at 6.13%
* Hold path start: a[31]
* Unrepaired setup endpoints after global routing: no
* Pre-CTS setup slack at 1.22 ns
* DP Cell Count at 209
* Hold Path Depth at 5
* Seq pwr share at 0%
* Worst Path Arrival at 3.55 ns
* Yosys stat area at 627 µm²
* Fill count at 362
* Pin count of the biggest net entering global routing at 4
* Top-area cell type share of the netlist area at 16.2%
* Number of cells in Yosys stat at 98
* GRT met1 Usage at 8.58%
* Initial DRC Count at 21
* ANT cells at 0
* Fin crit period at 4.75 ns
* Non-Filler Instances at 209
* CP peak stage delay at 0.46 ns
* Internal power at 56.2 µW
* Slew @ Worst Pin at 0.349 ns
* Max rail drop VDD at 22.2 µV
* Remaining antenna violation count at 0
* Mapped Cells at 98
* I/O Buffers at 65
* Tightest Hold Check Type: input port to primary output
* GR Util met3 at 3.18%
* Final hold viol count at 0
* Area of the mapped netlist at 627 µm²
* Area delta synth->final at 113%
* Hold slack at 3.47 ns
* Setup TNS at 0 ns
* Core Rows at 21
* Routed vias/inst at 4.21
* Grt met2 use at 12.0%
* Unique masters post-synth at 30
* CTS Hold Buffers Added at 0
* Critical Path Fanout Max at 1
* CTS resizes at 0
* Initial antenna violation count at 0
* Drt total wl at 2.44 mm
* Fmax at 210 MHz
* IO Pins at 65
* DP HPWL at 2.34 mm
* Top cells, area: inv_1 16%, nand2b_1 13%, nor2b_1 7.0%
* Storage element area at 0 µm²
* Post-CTS setup buffers at 0
* Avg Cell Area, Syn at 6.40 µm²
* Chip width at 80 µm
* Core ar. at 0.00342 mm²
* Cells along the critical path: clkdlybuf4s50_1 > nand2b_1 > maj3_2 > a221oi_2 > o21ai_1 > a211oi_2 > o21ai_1 > fa_1 > inv_1 > clkdlybuf4s50_1
* GRT Resource Usage Total at 7.09%
* First-pass DRT Iterations at 4
* Worst EP required at 4.80 ns
* Crit path launch type: input port
* Pleak at 0.559 nW
* Logic pwr share at 100.0%
* Die Size at 0.00640 mm²
* Wire length of the first global-routing pass at 3.80 mm
* DR vias at 880
* WL/cell at 11.7 µm
* Net Switching at 25.3 µW
* Fp util at 18.4%
* Die height at 80 µm
* Fin. max-slew vios at 0
* Worst hold path endpoint: out
* Critical Path Start: a[0]
* GRT busiest layer: met2
* Setup Viol. Count Final at 0
* Most frequent cells after synthesis: 27 x inv_1, 13 x nand2b_1, 7 x nor2b_1
* Log Warnings at 33
* GPL Wtd Cong at 0.834
==> worst max-delay path by stage <==
stage     slack [ns]  cells after the start  endpoint
4_1_cts         1.22                     10       out
5_1_grt         0.98                     10       out
6_report        1.25                     10       out
==> worst max-delay path: cells and delay by family <==
kind / cells / cell delay, ns
AND-OR/OR-AND: 4 / 0.65
AND/OR/NAND/NOR: 1 / 0.14
adder cells (fa/ha/maj): 2 / 0.67
buffers and inverters: 3 / 0.91
==> routing by layer <==
layer / part of all wire [%] / up-vias
met5: 0 / -
met4: 0 / 0
met3: 11 / 0
met2: 46 / 40
met1: 43 / 369
li1: - / 471
==> stage by stage <==
step	area, µm²	utilization [%]
CTS	1340	39.1
global placement	1340	39.1
finish	1340	39.1
floorplan	627	-
detailed placement	1340	39.1
global route	1340	39.1
==> kinds of logic after synthesis <==
group,after synthesis,synth area share (%)
and+or+nand+nor,34,35.1
AOI/OAI and AO/OA,30,35.3
buffers and inverters,27,16.2
adders and majority gates,7,13.4
==> layout by cell type, fill, tap and decap left out, types with 3 or more instances in the layout <==
cell,count
nand2b_1,13
nor2b_1,7
maj3_2,3
o21ai_0,5
o221ai_1,3
clkdlybuf4s50_1,65
nor3_1,3
inv_1,27
o22ai_1,3
a21oi_1,6
maj3_1,3
==> cell type report <==
type | count | area, µm² | area share (%)
repair buffers | 65 | 651 | 48.7
multi-input cells | 71 | 526 | 39.4
inverters | 27 | 101 | 7.59
well taps | 46 | 57.6 | 4.31
==> power groups by stage <==
stage	Sequential [mW]	Clock [mW]	Combinational [mW]
finish	0	0	0.0815
global route	0	0	0.0900
CTS	0	0	0.0830
Power figures rest on the tool's default switching activity, not on a simulated workload.
